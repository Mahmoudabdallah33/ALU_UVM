==> flow/config.mk <==
export PLATFORM = sky130hd
export DESIGN_NAME = ALU
export DESIGN_NICKNAME = ALU
export VERILOG_FILES = /design/flow/design.v
export SDC_FILE = /design/flow/constraint.sdc
export NUM_CORES = 4
export LEC_CHECK = 1
export CORE_UTILIZATION = 30
export SYNTH_HDL_FRONTEND = slang
==> flow/constraint.sdc <==
current_design ALU

set clk_period 1.0
set clk_io_pct 0.2

create_clock -name clk0 -period $clk_period [get_ports {clk}]

set non_clock_inputs [all_inputs -no_clocks]
set_input_delay [expr $clk_period * $clk_io_pct] -clock clk0 $non_clock_inputs
set_output_delay [expr $clk_period * $clk_io_pct] -clock clk0 [all_outputs]
==> flow/design.v <==
module ALU(input clk,rst_n,global_enable,enable_a,enable_b,irq_clear,[1:0]op_a,[1:0]op_b,[7:0]in_a,[7:0]in_b,
                     output reg irq,reg [7:0]out);
reg [7 : 0] out_temp;
reg          irq_temp; 
always @(posedge clk or negedge rst_n) begin
   if (~ rst_n) begin 
             out <= 7'h0;
             irq <= 1'b0;
                  end
    else begin
         if (~ global_enable ) begin
                                    out <= out;
                                    irq <= irq;
                               end
          else                 begin
                                 out <= out_temp;
                                 irq <= irq_temp;
                               end
    end 
end  
always@(*)begin
if( enable_a )begin
           case(op_a)
                 2'b00 : begin  
                                  out_temp = in_a & in_b;
                                if (out_temp == 8'hff || in_b == 8'h00)
                                      irq_temp = 1'b1;
                                else irq_temp = 1'b0;
                         end
                 2'b01 : begin  
                                  out_temp = ~(in_a & in_b);
                                if (out_temp == 8'h00 || in_b == 8'h03 || in_a == 8'hff)
                                      irq_temp = 1'b1;
                                else irq_temp = 1'b0;
                         end
                 2'b10 : begin  
                                  out_temp = in_a | in_b;
                                if (out_temp == 8'hf8 )
                                      irq_temp = 1'b1;
                                else irq_temp = 1'b0;
                         end
                 2'b11 : begin  
                                  out_temp = in_a ^ in_b;
                                if (out_temp == 8'h83 )
                                      irq_temp = 1'b1;
                                else irq_temp = 1'b0;
                        end
           endcase 
 end 
 else if ( enable_b) begin
           case(op_b)
                 2'b00 : begin 
                             out_temp = in_a ~^ in_b;
                                if (out_temp == 8'hf1 )
                                      irq_temp = 1'b1;
                                else irq_temp = 1'b0;
                            end
                  2'b01 : begin 
                             out_temp = in_a & in_b;
                               if (out_temp == 8'hf4 || in_b == 8'h03)
                                      irq_temp = 1'b1;
                                else irq_temp = 1'b0;
                             end
                  2'b10 : begin 
                             out_temp = ~(in_a | in_b);
                               if (out_temp == 8'hf5 || in_a == 8'hf5)
                                      irq_temp = 1'b1;
                                else irq_temp = 1'b0;
                            end
                  2'b11 : begin 
                             out_temp = in_a | in_b;
                               if (out_temp == 8'hff)
                                      irq_temp = 1'b1;
                                else irq_temp = 1'b0;
                            end                           
           endcase
      end 
end 
endmodule
==> flow/run.sh <==
#!/bin/bash
# OpenROAD 26Q1-2900-gdf79404cd8, Yosys 0.63+post, stock flow scripts
make -C /OpenROAD-flow-scripts/flow DESIGN_CONFIG=/design/flow/config.mk WORK_HOME=/design/flow/orfs finish
==> flow_summary.json <==
{
  "status": "complete, no violations",
  "dp_cells": 299,
  "yosysWarnings": 0,
  "clk_latency_ps": 220,
  "antennaDiodeCount": 0,
  "flop_cell": "dlxtp_1",
  "vias_per_cell": 4.89,
  "max_cap_violations": 0,
  "wl_um": 3930,
  "crit_path_max_incr_delay_ps": 370,
  "globalRouteTotalUtil_pct": 13.8,
  "edf_count": 0,
  "yosys.area.top_type": "ha_1",
  "drive_above_1_share_pct": 9.28,
  "core_mm2": 0.00520,
  "slowest_stage": "dfrtp_1",
  "final_cell_mix": "ha_1, clkdlybuf4s50_1, inv_1",
  "drtPass1Iterations": 4,
  "syn_area_per_cell_um2": 8.02,
  "simple_gate_share_pct": 18.6,
  "cts-root-buf": "clkbuf_8",
  "die_x_um": 76.2,
  "ant_nets": 0,
  "synth_area_mm2": 0.00165,
  "cts_tree": "built",
  "end_kind": "output port",
  "io_buffer_count": 33,
  "hold_class": "input pin to asynchronous set/reset pin",
  "period_used_pct": 96.3,
  "vias": 1501,
  "finalMaxSlewViolations": 0,
  "grt_pass1_vias": 1348,
  "mux_share_pct": 7.95,
  "ys_async_sr_fraction_pct": 50.0,
  "unclocked_pins": 9,
  "ys_area_mm2": 0.00165,
  "warnings": 44,
  "grt_pass1_wl_um": 6570,
  "hold_viol": 0,
  "worst_pin_slew_ps": 754,
  "fp_util_pct": 31.8,
  "cts_max_level": 1,
  "cp-start-kind": "flip-flop",
  "ys_sh_xor_pct": 4.24,
  "p_leak_uw": 0.000938,
  "dp_hpwl_um": 3100,
  "clock_skew_ps": 0,
  "adder_share_pct": 19.7,
  "grt_max_degree": 27,
  "area_leaders": "ha_1, dfrtp_1, dlxtp_1, mux2_2, a21oi_1",
  "route.met2.wl_um": 1720,
  "critical-path-top-delay-family": "flip-flops",
  "postPlaceCellArea_mm2": 0.00202,
  "cp_data_arrival_time_ps": 760,
  "crit_required_ps": 800,
  "layout_min_cycle_time_ps": 963,
  "dieArea_mm2": 0.00581,
  "clkTransAtPathRegs_ps": 40,
  "finalSetupViolCount": 0,
  "ir_worst_vdd_uv": 505,
  "path_class": "flip-flop to output port",
  "design_area_mm2": 0.00208,
  "gp_congestion": 0.939,
  "grt.overflow.total": 0,
  "synth_flops": 18,
  "fin_total_pwr_uw": 1610,
  "rsz0062_at_grt": "no",
  "row_count": 26,
  "hold_slack_ps": 266,
  "finish.utilization_pct": 40.0,
  "slew_headroom_pct": 49.6,
  "fmax_ghz": 1.04,
  "synth_stat.cells": 206,
  "aoi_share_pct": 18.3,
  "met3_length_um": 136,
  "top_layer": "met4",
  "final-instance-count-excl-fill": 307,
  "cts_buffer_depth": 2,
  "syn2layout_area_growth_pct": 26.0,
  "power_density_mw_per_mm2": 771,
  "wire_per_inst_um": 12.8,
  "path_cells": "clkdlybuf4s15_1",
  "cts_inserted_buffers": 3,
  "mostFrequentLayoutCell": "ha_1",
  "worst-path-buf-inv": 1,
  "ioPinCount": 35,
  "antenna_found_initial": 0,
  "met1_length_um": 2050,
  "logic_family": "adder cells",
  "untimed_endpoints": 9,
  "top_area_share_pct": 19.7,
  "cp_max_fo": 2,
  "ys_types": 41,
  "post-route-drc-count": 0,
  "fp.dieH_um": 76.2,
  "drtIter0Drc": 29,
  "syn_inst": 206
}
## stage by stage
step           TNS [ps]  setup slack [ps]
5_1_grt               0             0.334
4_1_cts               0              26.6
2_1_floorplan         0              22.7
3_3_place_gp      -2590              -289
3_5_place_dp      -2620              -296
6_report              0              37.3
## final timing paths
path	from	endpoint	slack (ps)	cells after the start
max	irq	irq	40	1
min	rst_n	out[2]	270	1
max reg2reg	out[3]	out[3]	140	2
min reg2reg	out[0]	out[0]	500	1
max in group asynchronous	rst_n	out[5]	460	1
min in group clk0	out[0]	out[0]	500	1
## power breakdown
part	switching, uW	internal, uW
combinational	335	376
clock	123	276
sequential	30.7	465
## cell usage after synthesis (2+ instances only)
cell type and number:
a211oi_1 7, a21o_1 3, a21oi_1 16, buf_6 3, clkbuf_1 5, clkbuf_4 2, dfrtp_1 9, dlxtp_1 9
ha_1 26, inv_1 20, mux2_2 9, mux2i_1 3, nand2_1 15, nand2b_1 3, nand3_1 4, nand4_1 3
nor2_1 17, nor4_1 4, o211ai_1 3, o21ai_0 15, o41ai_1 2, or3_1 3, xnor2_1 5, xor2_1 3
## state kept, by name, indices dropped and copies added, names as in the netlist
name,count
out,8
out_temp,8
irq,1
irq_temp,1
## metal layers
metal / vias up / track usage, %
li1: 790 / -
met1: 660 / 22.4
met2: 47 / 20.9
met3: 4 / 0.608
met4: 0 / 1.73
met5: - / 0
## final cells by class
type / instances / area [um^2]
Timing Repair Buffer: 39 / 377
Clock buffer: 4 / 45.0
Multi-Input combinational cell: 156 / 1140
Sequential cell: 18 / 360
Tap cell: 70 / 87.6
Inverter: 20 / 75.1
Fill cell: 552 / 3120
## timing repair
| item | CTS | global route |
|---|---|---|
| hold buffers | 0 | 0 |
| buffers inserted | 4 | 0 |
| setup endpoints to repair | 18 | 2 |
| gates resized | 19 | 2 |
## kinds of logic (layout without fill, tap and decap cells)
family	count (synthesis)	after routing
buffers and inverters	32	63
flip-flops	9	9
latches	9	9
adder cells (fa/ha/maj)	26	26
multiplexers	12	12
XOR/XNOR	8	8
AND/OR/NAND/NOR	60	60
AND-OR/OR-AND	50	50
Power and IR drop assume default switching activity.
